<file path="flow/design.v">
module BlockChecker (
    input            clk,
    input            reset,
    input      [7:0] in,
    output reg       result
);
    integer nBegin, nEnd, flag;
    reg [63:0] word;
    always @(posedge clk, posedge reset) begin
        if (reset) begin
            result <= 1;
            flag   <= 0;
            word = 64'b0;
            nBegin <= 0;
            nEnd   <= 0;
        end else begin
            if (in == " ") begin
                word = 0;
            end else begin
                if (word == "begi") nBegin <= ((in | (6'b1 << 5)) == "n") ? nBegin + 1 : nBegin;
                else if (word == "en") nEnd <= ((in | (6'b1 << 5)) == "d") ? nEnd + 1 : nEnd;
                else if (word == "begin") nBegin <= nBegin - 1;
                else if (word == "end") nEnd <= nEnd - 1;
                word = (word << 8) | in | (6'b1 << 5);
                if (nBegin > nEnd) result <= 0;
                else if (nBegin == nEnd && flag == 0) result <= 1;
                else if (flag == 1 && word >> 8 == "end") begin
                    flag   <= 0;
                    result <= 1;
                end else if (nBegin < nEnd) begin
                    flag   <= flag + 1;
                    result <= 0;
                end
            end
        end
    end
endmodule
</file>
<file path="flow/run.sh">
#!/bin/bash
# OpenROAD 26Q1-2900-gdf79404cd8, Yosys 0.63+post, stock flow scripts
make -C /OpenROAD-flow-scripts/flow DESIGN_CONFIG=/design/flow/config.mk WORK_HOME=/design/flow/orfs finish
</file>
<file path="flow/config.mk">
export PLATFORM = sky130hd
export DESIGN_NAME = BlockChecker
export DESIGN_NICKNAME = BlockChecker
export VERILOG_FILES = /design/flow/design.v
export SDC_FILE = /design/flow/constraint.sdc
export NUM_CORES = 4
export LEC_CHECK = 1
export CORE_UTILIZATION = 30
</file>
<file path="flow/constraint.sdc">
current_design BlockChecker

set clk_period 10.5
set clk_io_pct 0.2

create_clock -name clk0 -period $clk_period [get_ports {clk}]

set non_clock_inputs [all_inputs -no_clocks]
set_input_delay [expr $clk_period * $clk_io_pct] -clock clk0 $non_clock_inputs
set_output_delay [expr $clk_period * $clk_io_pct] -clock clk0 [all_outputs]
</file>
==> qor.csv <==
metric,value,unit
cts_num_sinks,161,
gpl.final_weighted_congestion,0.876,
antenna_violations_before_repair,0,
outcome,"complete, no violations",
internal_power,987,uW
setup-tns-final,0,ns
route.vias.total,7900,
fmaxAchievable,201,MHz
post_drt_via_cell_ratio,4.97,
clock_power_share,48.9,%
slew-limit-headroom,46.1,%
tritoncts.num_buffers,17,
floorplanUtilization,30.6,%
critical-path-max-stage-delay,0.55,ns
floorplan.rows,67,
enable_flop_cells,0,
gr-total-overflow,0,
synth.yosys.warnings,1,
clk_pin_slew,0.07,ns
cp_num_buf_inv,1,
clk_latency,0.43,ns
worst_slew_pin_slew,0.801,ns
fin_cells,1589,
number_of_buffers_on_the_longest_clock_path,2,
total_inserted_antenna_cells,0,
power_switching_share,24.7,%
dpl.hpwl,15300,um
holdPathEnd,word[13],
post-synth-top-area-fraction,38.9,%
top_flip_flop_cell_by_instance_count_after_synthesis,sky130_fd_sc_hd__dfrtp_1,
worst_r2r_startpoint,word[35],
holdPathStages,1,
power_frac_seq,48.8,%
net-switching-power,324,uW
combPwrFrac,2.4,%
synth_sequential_area_ratio,39.2,%
maximum_number_of_pins_on_one_net_before_global_route_repair,63,
total_area_of_multi_input_combinational_cells,5890,um^2
syn_inst,1123,
timing.critical_path.fanout_max,32,
worstPathRequired,10.81,ns
wirelength,21600,um
final_layout_size_suffix_gt1_share,6.49,%
total_power,1.31,mW
synth_area,10300,um^2
drtIter0Drc,406,
grt_pass1_wl,36900,um
timing.reg2reg.worst_path_depth,17,
async_reset_ff_share,100,%
critical-path-slowest-cell,sky130_fd_sc_hd__or4_4,
rsz0062_at_grt,false,
rrSetupSlack,5.52,ns
nFillCells,3310,
final.period_utilization,47.5,%
ff_to_ff_end,nEnd[24],
worst_ir_drop_vdd,0.117,mV
die-area,35000,um^2
final_antenna_net_count,0,
yosys-top-cells-area,"sky130_fd_sc_hd__dfrtp_1, sky130_fd_sc_hd__ha_1, sky130_fd_sc_hd__nand2_1",
min_period,4.98,ns
postSynthAreaPerCell,9.16,um^2
clk_root_buffer_cell,sky130_fd_sc_hd__clkbuf_16,
report.final.slew_viol_count,0,
timing.critical_path.max_delay_family,simple AND/OR/NAND/NOR gates,
timing_worst_setup_path_type,register to register,
cp_data_arrival_time,5.29,ns
warning_count,27,
clock_tree_from_tritoncts,done,
yosys_register_bits,161,
timing.critical_path.from_type,register,
yosys-stat-area,10300,um^2
min-delay-path-class,register to register,
io_buffer_count,10,
mostFrequentLayoutCell,sky130_fd_sc_hd__dfrtp_1,
cts.repair_timing.setup_buffer_count,0,
grt_util_all_layers,13.0,%
flow.area_growth_from_synthesis,11.7,%
htreeDepth,4,
worstHoldStart,word[5],
fp.dieW,187,um
fin_hold_viols,0,
detail_route.first_pass.iterations,5,
power_per_cell_area,114,nW/um^2
netlist-cell-type-count,74,
clock_skew,0.0118,ns
timing.max_cap.violations,0,
register_area,4030,um^2
drcViolationCount,0,
total_leakage_power,5.16,nW
design.portCount,11,
number_of_global_route_vias_before_repair,7502,
dieHeight,187,um
cts-resized-gates,0,
cp_cell_sequence,or4_4 -> nor4_4 -> nand3_2 -> nor4_4 -> nand4_2 -> buf_4 -> ha_1 -> a21o_1 -> or4_1 -> or4_1 -> a31oi_1 -> o21a_2 -> o311ai_2 -> and3_4 -> a21oi_2 -> xor2_1 -> o21ai_1,
yosysTopAreaCell,sky130_fd_sc_hd__dfrtp_1,
wl_per_cell,13.6,um
endpoint_kind,register,
layout_top_cells,"sky130_fd_sc_hd__dfrtp_1, sky130_fd_sc_hd__nand2_1, sky130_fd_sc_hd__ha_1, sky130_fd_sc_hd__a21oi_1, sky130_fd_sc_hd__and2_1",
numPlacedInstances,1557,
cts_hold_repair.buffers,0,
setup_viol_count_final,0,
number_of_cells_in_the_yosys_synthesis_report,1123,
design.core.area,33600,um^2
## cell type report
cell class              count  share of cell area [%]
flip-flops and latches    161                    35.1
clock inverters            15                    1.61
repair buffers             20                    1.52
clock buffers              17                    3.70
multi-input cells         871                    51.3
well taps                 448                    4.88
inverters                  57                    1.91
## power by group through the flow
stage | logic, mW | registers, mW | clock network, mW
4_1_cts | 0.0324 | 0.640 | 0.658
5_1_grt | 0.0359 | 0.641 | 0.685
6_report | 0.0309 | 0.640 | 0.641
## worst max path at each step
stage	start	end	slack [ns]	cells after the start
global route	word[33]	nBegin[31]	5.19	16
CTS	word[35]	nEnd[24]	5.51	17
finish	word[35]	nEnd[24]	5.52	17
## synthesized netlist by cell type (5+ instances only)
| master | instances |
|---|---|
| sky130_fd_sc_hd__clkbuf_1 | 26 |
| sky130_fd_sc_hd__nor2b_1 | 7 |
| sky130_fd_sc_hd__nand2b_1 | 13 |
| sky130_fd_sc_hd__inv_1 | 57 |
| sky130_fd_sc_hd__ha_1 | 95 |
| sky130_fd_sc_hd__o21ai_1 | 39 |
| sky130_fd_sc_hd__o21ai_0 | 61 |
| sky130_fd_sc_hd__a21o_1 | 46 |
| sky130_fd_sc_hd__or3_1 | 10 |
| sky130_fd_sc_hd__a31oi_1 | 10 |
| sky130_fd_sc_hd__nand2_1 | 116 |
| sky130_fd_sc_hd__a211o_1 | 5 |
| sky130_fd_sc_hd__or4_1 | 5 |
| sky130_fd_sc_hd__and4_1 | 5 |
| sky130_fd_sc_hd__nor4_1 | 18 |
| sky130_fd_sc_hd__nand4b_1 | 5 |
| sky130_fd_sc_hd__nand3_1 | 37 |
| sky130_fd_sc_hd__mux2_2 | 5 |
| sky130_fd_sc_hd__or2_2 | 7 |
| sky130_fd_sc_hd__nor3_1 | 24 |
| sky130_fd_sc_hd__and2_1 | 64 |
| sky130_fd_sc_hd__dfrtp_1 | 160 |
| sky130_fd_sc_hd__nor2_1 | 51 |
| sky130_fd_sc_hd__a21oi_1 | 65 |
| sky130_fd_sc_hd__nand4_1 | 23 |
| sky130_fd_sc_hd__xor2_1 | 27 |
| sky130_fd_sc_hd__and3_1 | 12 |
| sky130_fd_sc_hd__buf_2 | 5 |
| sky130_fd_sc_hd__o21a_1 | 9 |
| sky130_fd_sc_hd__o31ai_1 | 6 |
| sky130_fd_sc_hd__xnor2_1 | 34 |
| sky130_fd_sc_hd__mux2i_1 | 5 |
| sky130_fd_sc_hd__nor3b_1 | 5 |
| sky130_fd_sc_hd__o21bai_1 | 9 |
## cell families (layout without fill, tap and decap cells)
family | Yosys count | after routing | synth area share (%)
adder cells (fa/ha/maj) | 97 | 97 | 11.9
buffers and inverters | 91 | 109 | 3.49
AND/OR/NAND/NOR | 417 | 417 | 21.6
multiplexers | 11 | 11 | 1.18
AND-OR/OR-AND | 285 | 285 | 17.3
flip-flops | 161 | 161 | 39.2
XOR/XNOR | 61 | 61 | 5.20
## registers in the layout (all words and copies together) (netlist names)
signal,cells
result,1
word,64
nBegin,32
flag,32
nEnd,32
## through the flow
step | util (%) | cell area (um^2) | hold slack (ns) | setup WS [ns]
5_1_grt | 34.2 | 11500 | 0.494 | 5.19
6_report | 34.2 | 11500 | 0.466 | 5.52
4_1_cts | 34.2 | 11500 | 0.470 | 5.51
3_3_place_gp | 32.4 | 10900 | 0.456 | 5.52
3_5_place_dp | 32.4 | 10900 | 0.456 | 5.45
2_1_floorplan | - | 10300 | 0.444 | 4.05
## worst register-to-register path, stage by stage (launching register included)
cell and delay [ns]:
sky130_fd_sc_hd__dfrtp_1 0.37, sky130_fd_sc_hd__or4_4 0.55, sky130_fd_sc_hd__nor4_4 0.29, sky130_fd_sc_hd__nand3_2 0.17
sky130_fd_sc_hd__nor4_4 0.38, sky130_fd_sc_hd__nand4_2 0.13, sky130_fd_sc_hd__buf_4 0.30, sky130_fd_sc_hd__ha_1 0.43
sky130_fd_sc_hd__a21o_1 0.21, sky130_fd_sc_hd__or4_1 0.38, sky130_fd_sc_hd__or4_1 0.40, sky130_fd_sc_hd__a31oi_1 0.28
sky130_fd_sc_hd__o21a_2 0.23, sky130_fd_sc_hd__o311ai_2 0.16, sky130_fd_sc_hd__and3_4 0.24, sky130_fd_sc_hd__a21oi_2 0.14
sky130_fd_sc_hd__xor2_1 0.16, sky130_fd_sc_hd__o21ai_1 0.07
## per-layer routing
layer | global-route usage [%] | wire length [um] | vias to the layer above
met1 | 20.0 | 10900 | 3737
met2 | 20.5 | 9920 | 98
met5 | 0 | 0 | -
li1 | - | - | 4052
met3 | 2.09 | 672 | 13
met4 | 0.946 | 161 | 0
Power figures rest on the tool's default switching activity, not on a simulated workload.
