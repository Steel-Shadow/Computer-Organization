File: /design/flow/run.sh
#!/bin/bash
# OpenROAD 26Q1-2900-gdf79404cd8, Yosys 0.63+post, stock flow scripts
make -C /OpenROAD-flow-scripts/flow DESIGN_CONFIG=/design/flow/config.mk WORK_HOME=/design/flow/orfs finish
File: /design/flow/config.mk
export PLATFORM = sky130hd
export DESIGN_NAME = TC
export DESIGN_NICKNAME = TC
export VERILOG_FILES = /design/flow/design.v
export SDC_FILE = /design/flow/constraint.sdc
export NUM_CORES = 4
export LEC_CHECK = 1
export CORE_UTILIZATION = 40
File: /design/flow/constraint.sdc
current_design TC

set clk_period 7.3
set clk_io_pct 0.2

create_clock -name clk0 -period $clk_period [get_ports {clk}]

set non_clock_inputs [all_inputs -no_clocks]
set_input_delay [expr $clk_period * $clk_io_pct] -clock clk0 $non_clock_inputs
set_output_delay [expr $clk_period * $clk_io_pct] -clock clk0 [all_outputs]
File: /design/flow/design.v
`timescale 1ns / 1ps
module TC (
    input         clk,
    input         reset,
    input  [31:2] Addr,
    input         WE,
    input  [31:0] Din,
    output [31:0] Dout,
    output        IRQ
);
    reg [ 1:0] state;
    reg [31:0] mem   [2:0];
    reg        _IRQ;
    assign IRQ  = mem[0][3] & _IRQ;
    assign Dout = mem[Addr[3:2]];
    wire    [31:0] load = Addr[3:2] == 0 ? {28'h0, Din[3:0]} : Din;
    integer                                                         i;
    always @(posedge clk) begin
        if (reset) begin
            state <= 0;
            for (i = 0; i < 3; i = i + 1) mem[i] <= 0;
            _IRQ <= 0;
        end else if (WE) begin
            mem[Addr[3:2]] <= load;
        end else begin
            case (state)
                2'b00:
                if (mem[0][0]) begin
                    state <= 2'b01;
                    _IRQ  <= 1'b0;
                end
                2'b01: begin
                    mem[2] <= mem[1];
                    state  <= 2'b10;
                end
                2'b10:
                if (mem[0][0]) begin
                    if (mem[2] > 1) mem[2] <= mem[2] - 1;
                    else begin
                        mem[2] <= 0;
                        state  <= 2'b11;
                        _IRQ   <= 1'b1;
                    end
                end else state <= 2'b00;
                default: begin
                    if (mem[0][2:1] == 2'b00) mem[0][0] <= 1'b0;
                    else _IRQ <= 1'b0;
                    state <= 2'b00;
                end
            endcase
        end
    end
endmodule
==> git commit body <==
Log flow metrics for this revision

- Gate count of the mapped netlist: 552
- # diodes: 0
- In this run the tool buffered the top-level ports with 69 buffer cells.
- Yosys cell count: 552
* Sum of routed wire segments on met1: 7080 um
* Number of detailed-route iterations in the first pass: 5
- Total setup buffers inserted after CTS: 0
- In this run the tightest slew margin relative to its limit is 0.375.
- Share of async-settable or async-resettable flops after synthesis: 0
- The number of clock sinks came to 133.
- Cell Type Count: 54
- Routed length on met2: 8400 um
- CP delay by family, top: buffers and inverters
* Sequential-to-total area share from yosys stat: 0.580
* Share of the core filled by cells before placement: 0.410
- Final hold violations: 0
* Initial antenna violation count: 0
- Insertion delay of the later-clocked pin in the worst-skew pair: ~0.41 ns
- Gr ovfl total: 0
- After detailed routing, no signal wire sits above met4.
- Overall routing resource usage recorded by global route was 0.231.
* Flip-flop and latch count after synthesis: 133
- The detailed router finished its first iteration with 289 violations.
* Summed instance area of the synthesized netlist: 0.00680 mm2
- The logs give a warning total of approximately 54.
- Largest stage delay, worst path: 0.63 ns
* Core Rows: 47
- Entering global routing, the biggest net connects around 40 pins.
- Per the detail_route log, met3 wirelength is 2020 um.
* Crit path launch: Addr[2]
- Max-slew violation count: 0
- Cells on worst reg2reg path: 6
- The first global-routing pass estimated 28300 um of wire.
* Max-area cell share: 0.566
- The total area inside the core boundary comes to 0.0166 mm2.
- Worst hold slack: 0.449 ns
* Nature of the critical path startpoint: primary input
* Post-CTS clock slew at the launch and capture registers of the worst setup and hold paths: roughly 0.060 ns
- Total Routed Length: 17900 um
- Number of flops mapped to enable cells by yosys: 128
* Area contributors post-synth: edfxtp_1 57%, mux4_2 11%, nor2_1 4.5%
* Last weighted congestion value of the routability-driven placer: 0.832
- Die X-Extent: 132 um
- Slew @ Worst Pin: 0.935 ns
* Cell-by-cell trace of the critical path: buf_2, buf_4, mux4_2, clkdlybuf4s50_1
- Number of nets with antenna violations after detailed routing: 0
- The worst hold path passes through 2 cells.
- Min Clock Period, post-route: 4.65 ns
* Cell type contributing the most total cell area after synthesis: edfxtp_1
- In the placement report, post-DP HPWL is listed as between 10000 and 15000 um.
* Worst setup timing slack at the placement stage: 2.58 ns
- CTS tree: done
* Number of H-tree branching levels: 4
- Post-synth the commonest register cell is edfxtp_1.
- In the synthesis report, Yosys lists the chip area as ~0.007 mm2.
- According to the hold report, the worst path is of the reg -> reg type.
* Ratio of final minimum period to clock period: 0.638
- The run finished with clean final reports.
* Data required time at the worst endpoint: between 5 and 6 ns
* Die Footprint: 0.0175 mm2
- The critical path's slowest stage uses the library cell mux4_2.
- DR DRC count: 0
- Post-Syn Area per Cell: 12.3 um2
- The STA report counts the stages on the worst setup path as 4.
- Leakage Power: between 0.003 and 0.004 uW
* Number of hold buffers added after cts: 0
- Power density cells: 232 mW/mm2
- Maximum vdd drop: 0.000203 V
- Root buffer selected by CTS: clkbuf_16
* Number of failing setup endpoints in the final timing report: 0
- Setup repair after global routing missed its margin: no
- Total power of the final layout: 1960 uW
- Proportion of layout cells with a drive suffix above 1: 0.153
- In this run the layout overhead on the synthesized area is reported as 24.4%.
* Via density: 5.65
- Worst flop-to-flop path startpoint: mem[2][5]
- I/O pin total: 98
* Final WS setup: 2.65 ns
* Critical-path maximum fanout: 37
* Height of the die: 132 um
* Achievable clock frequency: roughly 0.21 GHz
- Placed instance area: 0.00787 mm2
- Across all layers, the routed design uses around 5000 vias.
* Count of warnings emitted by yosys: 1
- Max Buffers Root-to-Sink: 2
* Number of CTS-inserted buffers: 17
- Combined buffer and inverter count along the critical path: 3
* Critical path type: in -> out
* Number of global-route vias before repair: 5276
- The arrival time of data at the worst endpoint is listed as 3.19 ns.
- Maximum Capacitance Violations: 0
- STA lists the startpoint of the worst hold path as state[3].
- Setup slack on the worst flop-to-flop path: 4.44 ns
- After routing, the total negative slack on setup checks comes to 0 ns.
- Clock skew: 0.00493 ns
- TritonRoute output was used to compute an average wire per cell of 20.3 um.
- Crit path capture type: output pin
- Post-CTS resize count: 0
- After routing the design area is 0.00846 mm2.
[area by class of cell]
cell class | instances | area [um2]
well taps | 220 | 275
clock inverters | 15 | 164
fillers | 1431 | 8130
inverters | 8 | 30.0
repair buffers | 86 | 808
flip-flops and latches | 133 | 3940
multi-input cells | 401 | 2810
clock buffers | 17 | 425
[power by group]
group / total (uW) / internal (uW) / switching, uW
Clock: 842 / 531 / 311
Combinational: 211 / 109 / 102
Sequential: 910 / 885 / 24.9
[through the flow]
stage           util  std cells
2_1_floorplan      -        579
3_3_place_gp   0.474        848
3_5_place_dp   0.474        848
4_1_cts        0.510        880
5_1_grt        0.510        880
6_report       0.510        880
[worst min-delay path, cell delays in order (launching register included)]
cell     delay [ns]
dfxtp_1        0.31
nand2_1        0.05
nand2_1        0.04
[worst paths after layout]
check                to
max            Dout[31]
min            state[3]
max reg2reg  mem[2][28]
min reg2reg    state[3]
[state kept, by name (all words and copies together), names as in the netlist]
register,cells
state,4
mem,128
_IRQ,1
[placed cells by master (no fill, tap or decap), types with 11 or more instances in the layout]
master / Yosys / layout
nor3_1: 24 / 23
clkdlybuf4s50_1: 0 / 67
nand2_1: 43 / 43
nand3_1: 30 / 30
and3_1: 12 / 12
buf_4: 0 / 17
a21oi_1: 20 / 20
conb_1: 1 / 28
edfxtp_1: 128 / 128
nor4_1: 13 / 11
nor2_1: 81 / 81
clkbuf_16: 0 / 17
mux4_2: 32 / 32
xor2_1: 19 / 19
and2_1: 14 / 14
[per-layer routing]
layer,up-vias,GRT usage
met5,-,0
met3,22,0.125
met1,2398,0.326
met4,0,0.0377
li1,2276,-
met2,273,0.342
[cell usage after synthesis (all sizes together) (3+ instances only)]
cell type,instances
a21oi,20
a221oi,9
a31oi,4
and2,14
and3,12
buf,6
clkbuf,31
dfxtp,5
edfxtp,128
inv,8
mux4,32
nand2,43
nand2b,3
nand3,30
nand4,4
nor2,82
nor3,24
nor4,18
o211ai,3
o21ai,6
or2,6
or3,6
or4,6
xnor2,8
xor2,19
[cells by family (layout without fill, tap and decap cells)]
logic type,Yosys count,after routing,synth area share
and+or+nand+nor,253,253,0.187
DFF,133,133,0.580
AOI/OAI and AO/OA,58,58,0.0602
buffers and inverters,45,126,0.0261
muxes,33,33,0.108
xor gates and xnor gates,27,27,0.0348
adders and majority gates,2,2,0.00368
other,1,28,0.000552
Power figures rest on the tool's default switching activity, not on a simulated workload.
