$ cat config.mk
export PLATFORM = sky130hd
export DESIGN_NAME = ext
export DESIGN_NICKNAME = ext
export VERILOG_FILES = /design/flow/design.v
export SDC_FILE = /design/flow/constraint.sdc
export NUM_CORES = 4
export LEC_CHECK = 1
export CORE_AREA = 10 10 70 70
export DIE_AREA = 0 0 80 80
$ cat constraint.sdc
current_design ext

set clk_period 1.0
set clk_io_pct 0.2

create_clock -name clk0 -period $clk_period

set non_clock_inputs [all_inputs -no_clocks]
set_input_delay [expr $clk_period * $clk_io_pct] -clock clk0 $non_clock_inputs
set_output_delay [expr $clk_period * $clk_io_pct] -clock clk0 [all_outputs]
$ cat design.v
module ext (
    input      [15:0] imm,
    input      [ 1:0] EOp,
    output reg [31:0] ext
);
    reg [1:0] temp[31:0][31:0];
    always @(*) begin
        case (EOp)
            0: ext = {{16{imm[15]}}, imm};
            1: ext = {{16{1'b0}}, imm};
            2: ext = {imm, {16{0}}};
            3: ext = {imm, {16{0}}} << 2;
            default: ;
        endcase
    end
endmodule
$ cat run.sh
#!/bin/bash
# OpenROAD 26Q1-2900-gdf79404cd8, Yosys 0.63+post, stock flow scripts
make -C /OpenROAD-flow-scripts/flow DESIGN_CONFIG=/design/flow/config.mk WORK_HOME=/design/flow/orfs finish
==> flow_summary.toml <==
# implementation run metrics
[global_route]
track_usage_pct = 4.23
antenna_found_initial = 0
grt_pass1_wl_mm = 2.18
grt_max_degree = 8
grt.overflow.total = 0
grt_pass1_vias = 476

[synth]
syn_area_sq_um = 243
ys_warn_count = 1
yosysCellCount = 33
syn_inst = 33
topCellsByArea = "buf_4 (46%), nor2b_1 (28%), and2b_1 (15%), nor3b_2 (5.2%), buf_6 (4.6%)"
ys_types = 5
synth_seq_share_pct = 0
yosysTopAreaCell = "buf_4"
avgSynthCellArea_sq_um = 7.36
common_cells = "buf_4 (15), nor2b_1 (11), and2b_1 (5)"
synth_top_area_share_pct = 46.4
yosysMostFrequentCell = "buf_4"
ys_area_sq_um = 243

[route]
wl_per_cell_um = 12.0
via_count = 394
dr.first_iter.drc_count = 3
avgViaCountPerCell = 3.20
diodes = 0
ant_nets = 0
route.detailed.drc = 0
drt_wl_total_mm = 1.48
dr.pass1.iters = 2

[sta]
slew_violations = 0
max_slew_margin_pct = 87.9
fin_tns_setup_ns = -1.08
fin_hold_ws_ns = 0.674
fin_crit_sh_pct = 111
worst_pin_slew_ns = 0.181
hold_violations = 0
max_freq_ghz = 0.900
setup_viol = 16
rsz0062_at_grt = "yes"
fin_crit_ns = 1.11
setup_ws_ns = -0.111

[cells_and_area]
regArea_sq_um = 0
clock_buffers = 0
fillers = 397
logic_area_sq_um = 138
drive_gt1_share_pct = 63.6
area_delta_synth_final_pct = 196
stdcell_count = 123
seq_cells = 0

[run]
drv_cap = 0
warning_count = 35

[pwr]
clkPwrFrac_pct = 0
combPwrFrac_pct = 100.0
power.density_mw_per_mm2 = 309
p_int_w = 0.000161
p_switching_w = 0.0000606
switching_share_pct = 27.3
sequentialPowerShare_pct = 0
leakage_nw = 0.397
p_total_w = 0.000222
peakVddDrop_mv = 0.0978

[critical_path]
setup.worst_path.end = "ext[29]"
path_class = "input pin to primary output"
cp-end-kind = "primary output"
arrival_ns = 0.91
critPathLaunch = "EOp[0]"
crit_fanout = 5
crit_required_ns = 0.80
crit_path_start_kind = "input pin"

[place]
placed_cells = 115
port_buffers = 50
gp_congestion = 0.755

[status]
violations = "setup timing"
outcome = "finished, violations left"

[floorplan]
io_pins = 50
die-area_sq_mm = 0.00640
fp.dieW_um = 80
floorplan.core_util_pct = 7.11
core_area_sq_mm = 0.00342
die_h_um = 80
fp-row-count = 21

[min_path]
min_from = "imm[15]"
hold_class = "input pin to primary output"

[clocking]
postCtsHoldBufs = 0
## stage by stage
step / setup WS (ns) / instance area, sq um / utilization, %
finish: -0.111 / 719 / 21.1
global route: -0.152 / 719 / 21.1
CTS: -0.213 / 703 / 20.6
detailed placement: -0.819 / 711 / 20.8
global placement: -0.841 / 711 / 20.8
floorplan: -0.0838 / 253 / -
## worst max-delay path, stage by stage
cell and delay, ns:
buf_8 0.10, nor3b_4 0.21, buf_6 0.13, buf_8 0.09
buf_6 0.10, buf_6 0.08
## what timing repair did
| item | CTS | global route |
|---|---|---|
| setup endpoints to repair | 32 | 24 |
| setup buffers | 9 | 0 |
| pin swaps | 1 | 1 |
| gates resized | 145 | 14 |
| cloned | 1 | 0 |
## power by group through the flow
| stage | clock network, W | logic [W] | registers [W] |
|---|---|---|---|
| after CTS | 0 | 0.000222 | 0 |
| after global routing | 0 | 0.000244 | 0 |
| final | 0 | 0.000222 | 0 |
## cell usage in the layout (no fill, tap or decap), types with 2 or more instances in the layout
master and instances:
nor2b_1 8, nor2b_2 2, buf_2 20, buf_4 3, dlygate4sd2_1 14, buf_8 5
buf_6 15, and2b_1 5
## cells by family after synthesis
kind of cell,count (synthesis),share of synthesized area (%)
and+or+nand+nor,17,49.0
buffers and inverters,16,51.0
## metal layers
metal / part of all wire [%] / vias up / global-route usage (%)
met5: 0 / - / 0
met4: 0 / 0 / 0
met3: 28 / 0 / 5.23
met2: 37 / 49 / 6.34
met1: 35 / 173 / 3.82
li1: - / 172 / -
## layout make-up
class | instances | share of cell area, %
Timing Repair Buffer | 60 | 72.9
Multi-Input combinational cell | 17 | 19.1
Tap cell | 46 | 8.00
## how the worst min path moves through the flow
stage	cells past startpoint	end	slack, ns
6_report	3	ext[15]	0.67
5_1_grt	3	ext[15]	0.72
4_1_cts	3	ext[15]	0.69
Power figures rest on the tool's default switching activity, not on a simulated workload.
